==> flow/design.v <==
module dlock
 #(  
   parameter STATE_WIDTH = 3,
	parameter S0 = 3'b000,
	parameter S1 = 3'b001,
	parameter S2 = 3'b010,
	parameter S3 = 3'b011,
	parameter S4 = 3'b100,
	parameter S5 = 3'b101
  )
 (  
  input clk,
  input clear,
  input d_in,
  output reg unlock
 );
 reg [(STATE_WIDTH-1):0] present_state;  
 reg [(STATE_WIDTH-1):0] next_state;
 always @(posedge clk or negedge clear)
    begin
       if (clear == 1'b0)
          present_state <= S0;       
       else 
          present_state <= next_state;
   end
 always @(present_state or d_in)
    begin 
       case(present_state)
          S0 : begin
                  next_state <= d_in ? S1 : S0;
                  unlock <= 1'b0;
               end
          S1 : begin
                  next_state <= d_in ? S2 : S0;
                  unlock <= 1'b0;
               end
          S2 : begin
                  next_state <= d_in ? S2 : S3;
                  unlock <= 1'b0;
               end
          S3 : begin
                  next_state <= d_in ? S4 : S0;
                  unlock <= 1'b0;
               end
          S4 : begin
                  next_state <= d_in ? S2 : S5;
                  unlock <= 1'b0;
               end
          S5 : begin
                  next_state <= d_in ? S1 : S0;
                  unlock     <= d_in ? 1'b0 : 1'b1;
               end
     default : begin
                  next_state <= S0;
                  unlock <= 1'b0;
               end  
       endcase
    end
 endmodule         
==> flow/run.sh <==
#!/bin/bash
# OpenROAD 26Q1-2900-gdf79404cd8, Yosys 0.63+post, stock flow scripts
make -C /OpenROAD-flow-scripts/flow DESIGN_CONFIG=/design/flow/config.mk WORK_HOME=/design/flow/orfs finish
==> flow/config.mk <==
export PLATFORM = sky130hd
export DESIGN_NAME = dlock
export DESIGN_NICKNAME = dlock
export VERILOG_FILES = /design/flow/design.v
export SDC_FILE = /design/flow/constraint.sdc
export NUM_CORES = 4
export LEC_CHECK = 1
export CORE_AREA = 10 10 70 70
export DIE_AREA = 0 0 80 80
==> flow/constraint.sdc <==
current_design dlock

set clk_period 1.2
set clk_io_pct 0.2

create_clock -name clk0 -period $clk_period [get_ports {clk}]

set non_clock_inputs [all_inputs -no_clocks]
set_input_delay [expr $clk_period * $clk_io_pct] -clock clk0 $non_clock_inputs
set_output_delay [expr $clk_period * $clk_io_pct] -clock clk0 [all_outputs]
==> metrics.yaml <==
setup_path:
  crit_chain: "nor2b_4, clkbuf_2"
  crit_arrival_ns: 0.84
  slowest_delay_ns: 0.37
  cp-start-kind: "flop"
  r2r_slack_ns: 0.30
  crit_required_ns: 0.96
  slowest_stage: "dfrtp_1"
  crit_path_end_kind: "primary output"
  worstPathMaxFanout: 2
  path_class: "reg2out"
route:
  firstDrtPassIters: 4
  drc: 0
  routed_wl_um: 416
  wire_per_inst_um: 6.03
  via_count: 141
  antenna_cells: 0
  ant_nets: 0
  viasPerCell: 2.04
  drt_iter0_markers: 3
power:
  comb_power_share_pct: 7.0
  p_leak_nw: 0.140
  seqPwrFrac_pct: 48.9
  intPower_mw: 0.364
  power_mw: 0.464
  p_per_area_nw_per_um2: 1360
  p_clk_share_pct: 44.1
  peakVddDrop_mv: 0.585
  swShare_pct: 21.5
  power_switching_mw: 0.0998
cells_and_area:
  drive_gt1_share_pct: 43.5
  fin_cells: 69
  max_flop_register: "present_state"
  final_util_pct: 9.96
  final_cell_mix: "5 x dfrtp_1, 3 x clkbuf_4, 2 x nor2b_1, 2 x buf_4"
  largest_reg_flops: 6
  largest_registers: "present_state (6)"
  mostFrequentLayoutCell: "dfrtp_1"
  areaGrowthSynthToFinish_pct: 61.9
synthesis:
  synth_top_area_share_pct: 59.5
  topCellsByArea: "dfrtp_1 60%, dfstp_2 13%, nor2b_1 8.9%"
  top_area_cell: "dfrtp_1"
  yosysWarningCount: 1
  synth_chip_area_um2: 210
  syn-instance-count: 14
  synth_cell_type_count: 8
  synth_area_per_cell_um2: 15.0
  synth_area_um2: 210
  ys_ff: 6
  ys_seq_share_pct: 72.0
  ys_cells: 14
clock_tree:
  worstSkewPairLatency_ns: 0.25
  clkTransAtPathRegs_ns: 0.05
  cts-htree-levels: 1
  cts_hold_buffers: 0
  cts_tree: "yes"
  cts-buffers-inserted: 3
  cts_buffer_depth: 2
  cts.sinks: 6
  cts-root-buf: "clkbuf_4"
floorplanning:
  core-area_um2: 3420
  die_area_um2: 6400
  initCoreUtil_pct: 6.15
  die_h_um: 80
  ios: 4
  die_w_um: 80
  rows: 21
timing:
  fin_worst_skew_ns: 0.00202
  setup_tns_ns: 0
  slew_violations: 0
  worst-slew-pin-transition_ns: 0.295
  rsz0062_at_grt: "false"
  worst_slack_ns: 0.118
  finalSetupViolCount: 0
  final.min_clock_period_ns: 1.08
  maxSlewHeadroom_pct: 80.3
  fmax_ghz: 0.925
  final_hold_viol_count: 0
  period_used_pct: 90.1
place:
  place_congestion: 0.630
  io_buffers: 3
  pre_cts_ws_ns: -0.490
  dpl.cell_count: 64
grt:
  grt_max_degree: 8
  met2_usage_pct: 1.52
  grt.total_usage_pct: 1.67
  grt_overflow_total: 0
  grt_pass1_vias: 160
  gr-usage-met1_pct: 2.29
  antenna_found_initial: 0
  grt_pass1_wl_um: 800
  busiest_layer: "met1"
  met3_usage_pct: 1.82
status:
  outcome: "complete, no violations"
job:
  max_cap_violations: 0
  warning_count: 25
worst_hold_path:
  hp-class: "in2async"
==> final timing paths <==
| kind | startpoint | to | depth (start not counted) |
|---|---|---|---|
| max | present_state[4] | unlock | 2 |
| min | clear | present_state[1] | 1 |
| max reg2reg | present_state[4] | present_state[3] | 3 |
| min reg2reg | present_state[1] | present_state[4] | 1 |
| max in group asynchronous | clear | present_state[0] | 1 |
| min in group clk0 | d_in | present_state[0] | 2 |
==> critical path: cells and delay by family, from the launching register on <==
family	cells	cell delay, ns
buffers and inverters	1	0.10
DFF	1	0.37
and+or+nand+nor	1	0.13
==> through the flow <==
stage | cell area (um^2) | hold slack, ns
6_report | 340 | 0.238
5_1_grt | 340 | 0.234
4_1_cts | 338 | 0.229
3_5_place_dp | 305 | 0.489
3_3_place_gp | 305 | 0.475
2_1_floorplan | 210 | -0.0556
==> routing by layer <==
| layer | wire, um | vias up |
|---|---|---|
| li1 | - | 66 |
| met1 | 237 | 63 |
| met2 | 105 | 7 |
| met3 | 60 | 5 |
| met4 | 13 | 0 |
| met5 | 0 | - |
==> power by group through the flow <==
stage	registers, mW	logic [mW]	clock network [mW]
4_1_cts	0.227	0.0330	0.216
5_1_grt	0.229	0.0374	0.239
6_report	0.227	0.0327	0.205
==> Yosys cell counts, drive strengths merged <==
cell type	instances
and2	1
dfrtp	5
dfstp	1
nor2	1
nor2b	3
nor4	1
o21a	1
o31a	1
==> final cells by class <==
class | count | area (um^2)
Fill cell | 405 | 3080
Sequential cell | 6 | 151
Multi-Input combinational cell | 8 | 66.3
Tap cell | 46 | 57.6
Timing Repair Buffer | 5 | 38.8
Clock buffer | 4 | 26.3
==> logic make-up (layout without fill, tap and decap cells) <==
logic type	after synthesis	after routing	synth area share, %
flops	6	6	72.0
simple gates	6	6	20.2
compound gates	2	2	7.74
buf+inv	0	9	0
==> repair_timing <==
action,CTS,global route
setup buffers,0,1
endpoints found under the setup margin,1,1
gates resized,5,1
No activity file was given, so power comes from the tool's default toggle rates.
